==> design/flow/config.mk <==
export PLATFORM = sky130hd
export DESIGN_NAME = core
export DESIGN_NICKNAME = core
export VERILOG_FILES = /design/flow/design.v
export SDC_FILE = /design/flow/constraint.sdc
export NUM_CORES = 4
export LEC_CHECK = 1
export CORE_UTILIZATION = 50
export SYNTH_HDL_FRONTEND = slang
==> design/flow/constraint.sdc <==
current_design core

set clk_period 62.6
set clk_io_pct 0.2

create_clock -name clk0 -period $clk_period [get_ports {clk}]

set non_clock_inputs [all_inputs -no_clocks]
set_input_delay [expr $clk_period * $clk_io_pct] -clock clk0 $non_clock_inputs
set_output_delay [expr $clk_period * $clk_io_pct] -clock clk0 [all_outputs]
==> design/flow/design.v <==
package typedefs_pkg;
    typedef enum logic [3:0] {
        AND, OR, ADD, SUB, XOR, SLT, SLTU, SLL, SRL, SRA
    } aluop_sel_t;
    typedef struct packed {
        logic [6:0] funct7;
        logic [4:0] rs2;
        logic [4:0] rs1;
        logic [2:0] funct3;
        logic [4:0] rd;
        logic [6:0] opcode;
    } R_instr;
    typedef struct packed {
        logic [11:0] imm;
        logic [4:0]  rs1;
        logic [2:0]  funct3;
        logic [4:0]  rd;
        logic [6:0]  opcode;
    } I_instr;
    typedef struct packed {
        logic [6:0] imm_up;
        logic [4:0] rs2;
        logic [4:0] rs1;
        logic [2:0] funct3;
        logic [4:0] imm_dn;
        logic [6:0] opcode;
    } S_instr;
    typedef struct packed {
        logic       imm_12;
        logic [5:0] imm_10_5;
        logic [4:0] rs2;
        logic [4:0] rs1;
        logic [2:0] funct3;
        logic [3:0] imm_4_1;
        logic       imm_11;
        logic [6:0] opcode;
    } B_instr;
    typedef struct packed {
        logic [19:0] imm;
        logic [4:0]  rd;
        logic [6:0]  opcode;
    } U_instr;
    typedef struct packed {
        logic       imm_20;
        logic [9:0] imm_10_1;
        logic       imm_11;
        logic [7:0] imm_19_12;
        logic [4:0] rd;
        logic [6:0] opcode;
    } J_instr;
    typedef union packed {
        R_instr R;
        I_instr I;
        S_instr S;
        B_instr B;
        U_instr U;
        J_instr J;
    } instr_t;
    localparam logic [6:0] OP     = 7'b011_0011, OP_IMM = 7'b001_0011, LOAD = 7'b000_0011, STORE = 7'b010_0011,
                           BRANCH = 7'b110_0011, JAL    = 7'b110_1111, JALR = 7'b110_0111, LUI   = 7'b011_0111,
                           AUIPC  = 7'b001_0111;
endpackage 
module alu import typedefs_pkg::*; #(
    int DWIDTH = 8
) (
	output logic [DWIDTH-1:0] res, 
	output logic              res_is_0,
	input  logic [DWIDTH-1:0] src1,
	input  logic [DWIDTH-1:0] src2,
    input  aluop_sel_t        sel
);
logic signed [DWIDTH-1:0] src1_s, src2_s;
assign src1_s = src1;
assign src2_s = src2;
always_comb
    case (sel)
        AND : res = src1 & src2;
        OR  : res = src1 | src2;
        ADD : res = src1 + src2;
        SUB : res = src1 - src2;
        XOR : res = src1 ^ src2;
        SLT : res = (src1_s < src2_s);
        SLTU: res = (src1   < src2  );
        SLL : res = src1   <<  src2[4:0];
        SRL : res = src1   >>  src2[4:0];
        SRA : res = src1_s >>> src2[4:0];
        default: res = 'x;
    endcase
assign res_is_0 = (res == 0);
endmodule
module core (
    input  logic clk,
    input  logic rst_n,
    input  logic [31:0] dmem_rdata,
    output logic [31:0] dmem_wdata,
    output logic [31:0] dmem_addr,
    output logic        dmem_wen,
    output logic  [3:0] dmem_wr_mask,
    input  logic [31:0] imem_rdata,
    output logic [31:0] imem_addr
);
import typedefs_pkg::*;
logic [31:0] pc_next, pc;
instr_t instr;
aluop_sel_t alu_sel;
logic       alu_src1;
logic       alu_src2;
logic       mem_wen;
logic       reg_wen;
logic [1:0] pc_src;
logic [1:0] reg_wdata_src;
logic [31:0] rdata1;
logic [31:0] rdata2;
logic [31:0] alu_op1;
logic [31:0] alu_op2;
logic [31:0] imm;
logic [31:0] load_word;
logic [31:0] load_ext;
logic [31:0] reg_wdata;
logic [31:0] alu_res;
logic        res_is_0;
next_pc_value #(
    .WIDTH(32)
) next_pc_val_inst (
    .next_pc(pc_next),
    .curr_pc(pc), 
    .alu_res,
    .pc_src,
    .imm
);
register #(
    .WIDTH(32)
) pc_reg (
	.reg_o(pc),
	.reg_i(pc_next),
	.clk, 
	.rst_n
);
ctrl_unit ctrl_unit_inst (
	.alu_sel,
    .alu_src1, 
    .alu_src2, 
    .mem_wen, 
    .reg_wen, 
    .pc_src, 
    .reg_wdata_src,
	.opcode(instr.R.opcode),
	.funct7(instr.R.funct7),
	.funct3(instr.R.funct3),
    .ops_equal(res_is_0),
    .op1_lt_op2(alu_res[0])
);
mux #(
    .N_INPUTS(4),
    .DWIDTH(32)
) mux_reg_wdata (
    .out(reg_wdata),
    .in({ alu_res,  load_ext,  pc+4,  imm }),
    .sel(reg_wdata_src)
);
register_bank #(
    .AWIDTH(5),
    .DWIDTH(32)
) register_bank_inst (
    .rdata1(rdata1),
    .rdata2(rdata2),
    .raddr1(instr.R.rs1),
    .raddr2(instr.R.rs2),
    .wdata (reg_wdata),
    .waddr (instr.R.rd),
    .wen(reg_wen),
    .clk,
    .rst_n
);
alu #(
    .DWIDTH(32)
) alu_inst (
	.res(alu_res), 
	.res_is_0,
	.src1(alu_op1),
	.src2(alu_op2),
	.sel(alu_sel)
);
mux #(
    .N_INPUTS(2),
    .DWIDTH(32)
) mux_alu_src1 (
    .out(alu_op1),
    .in({ rdata1,  pc }),
    .sel(alu_src1)
);
mux #(
    .N_INPUTS(2),
    .DWIDTH(32)
) mux_alu_src2 (
    .out(alu_op2),
    .in({ rdata2,  imm }),
    .sel(alu_src2)
);
imm_extender #(
    .DWIDTH(32)
) imm_ext_inst (
    .imm_ext(imm),
    .instr
);
load_extender #(
    .DWIDTH(32)
) load_ext_inst (
    .load_ext,
    .instr,
    .load_word
);
assign load_word  = dmem_rdata;
assign dmem_wdata = rdata2;
assign dmem_addr  = alu_res;
assign dmem_wen   = mem_wen;
always_comb begin  
    case (instr.S.funct3)
        0: dmem_wr_mask = 4'b0001;
        1: dmem_wr_mask = 4'b0011;
        2: dmem_wr_mask = 4'b1111;
        default: dmem_wr_mask = '0;
    endcase
end
assign instr = imem_rdata;
assign imem_addr = pc;
endmodule
module ctrl_unit import typedefs_pkg::*; #(
    int WIDTH = 8
) (
	output aluop_sel_t alu_sel,
    output logic alu_src1, 
    output logic alu_src2, 
    output logic mem_wen, 
    output logic reg_wen, 
    output logic [1:0] pc_src, 
    output logic [1:0] reg_wdata_src, 
	input  logic [6:0] opcode,
	input  logic [6:0] funct7,
	input  logic [2:0] funct3,
    input  logic ops_equal,
    input  logic op1_lt_op2
);
always_comb begin
    alu_sel = 'x;
    if (opcode == OP || opcode == OP_IMM)
        case (funct3)
            3'h0: begin
                if (funct7 == 7'h00 || opcode == OP_IMM) alu_sel = ADD; 
                else if (funct7 == 7'h20)                alu_sel = SUB; 
            end
            3'h1: 
                alu_sel = SLL;
            3'h2: 
                alu_sel = SLT;
            3'h3: 
                alu_sel = SLTU;
            3'h4:
                alu_sel = XOR;
            3'h5: begin
                if (funct7 == 7'h00) alu_sel = SRL; 
                if (funct7 == 7'h20) alu_sel = SRA; 
            end
            3'h6:
                alu_sel = OR;
            3'h7:
                alu_sel = AND;
        endcase
    else if (opcode == BRANCH)
        case (funct3)
            3'h0: 
                alu_sel = SUB;   
            3'h1: 
                alu_sel = SUB;   
            3'h4:
                alu_sel = SLT;   
            3'h5: 
                alu_sel = SLT;   
            3'h6:
                alu_sel = SLTU;  
            3'h7:
                alu_sel = SLTU;  
        endcase
    else if (opcode == STORE || opcode == LOAD)
        alu_sel = ADD;
    else if (opcode == JALR)
        alu_sel = ADD;
    else if (opcode == AUIPC)
        alu_sel = ADD;
end
always_comb begin
    alu_src2 = 'x;
    case (opcode)
        OP    : alu_src2 = 0;
        OP_IMM: alu_src2 = 1;
        LOAD  : alu_src2 = 1;
        STORE : alu_src2 = 1;
        BRANCH: alu_src2 = 0;
        JALR  : alu_src2 = 1;
        AUIPC : alu_src2 = 1;
    endcase
    alu_src1 = 'x;
    case (opcode)
        OP    : alu_src1 = 0;
        OP_IMM: alu_src1 = 0;
        LOAD  : alu_src1 = 0;
        STORE : alu_src1 = 0;
        BRANCH: alu_src1 = 0;
        JALR  : alu_src1 = 0;
        AUIPC : alu_src1 = 1;
    endcase
end
assign mem_wen = (opcode == STORE);
assign reg_wen = (opcode inside {OP, OP_IMM, LOAD, JAL, JALR, LUI, AUIPC});
always_comb begin
    pc_src = 2'b00;
    if(opcode == BRANCH)
        case (1'b1)
            (funct3==0 &&  ops_equal):   
                pc_src = 2'b01;
            (funct3==1 && !ops_equal):   
                pc_src = 2'b01;
            (funct3==4 &&  op1_lt_op2):  
                pc_src = 2'b01;
            (funct3==5 && !op1_lt_op2):  
                pc_src = 2'b01;
            (funct3==6 &&  op1_lt_op2):  
                pc_src = 2'b01;
            (funct3==7 && !op1_lt_op2):  
                pc_src = 2'b01;
        endcase
    else if (opcode == JAL)
        pc_src = 2'b01;
    else if (opcode == JALR)
        pc_src = 2'b10;
end
always_comb begin
    reg_wdata_src = 'x;
    case (opcode)
        OP    : reg_wdata_src = 2'b00;
        OP_IMM: reg_wdata_src = 2'b00;
        LOAD  : reg_wdata_src = 2'b01;
        JAL   : reg_wdata_src = 2'b10;
        JALR  : reg_wdata_src = 2'b10;
        LUI   : reg_wdata_src = 2'b11;
        AUIPC : reg_wdata_src = 2'b00;
    endcase
end
endmodule
module imm_extender import typedefs_pkg::*; #(
    int DWIDTH = 32
) (
    output logic [DWIDTH-1:0] imm_ext,
    input  instr_t            instr
);
always_comb begin
    AST_DWIDTH_MORE_THAN_IMM_SIZE: assert (DWIDTH > 12);
    case(instr.I.opcode)
        OP_IMM : imm_ext = {{(DWIDTH-12){instr.I[31]}}, instr.I.imm};
        LOAD   : imm_ext = {{(DWIDTH-12){instr.I[31]}}, instr.I.imm};
        JALR   : imm_ext = {{(DWIDTH-12){instr.I[31]}}, instr.I.imm};
        STORE  : imm_ext = {{(DWIDTH-12){instr.S[31]}}, instr.S.imm_up, instr.S.imm_dn};
        BRANCH : imm_ext = {{(DWIDTH-11){instr.B[31]}}, instr.B.imm_12, instr.B.imm_11, instr.B.imm_10_5, instr.B.imm_4_1, 1'b0};
        JAL    : imm_ext = {{(DWIDTH-11){instr.J[31]}}, instr.J.imm_20, instr.J.imm_19_12, instr.J.imm_11, instr.J.imm_10_1, 1'b0};
        LUI    : imm_ext = {instr.U.imm, {(DWIDTH-20){1'b0}}};
        AUIPC  : imm_ext = {instr.U.imm, {(DWIDTH-20){1'b0}}};
        default: imm_ext = 'x;
    endcase
end
endmodule
module load_extender import typedefs_pkg::*; #(
    int DWIDTH = 32
) (
    output logic [DWIDTH-1:0] load_ext,
    input  instr_t            instr,
    input  logic [DWIDTH-1:0] load_word
);
always_comb begin
    AST_DWIDTH_MORE_THAN_IMM_SIZE: assert (DWIDTH > 8);
    case (instr.I.funct3)
        0: load_ext = {{(DWIDTH- 8){load_word[ 7]}}, load_word[ 7:0]};  
        1: load_ext = {{(DWIDTH-16){load_word[15]}}, load_word[15:0]};  
        2: load_ext = load_word;                                        
        4: load_ext = {{(DWIDTH- 8){        1'b0 }}, load_word[ 7:0]};  
        5: load_ext = {{(DWIDTH-16){        1'b0 }}, load_word[15:0]};  
        default: load_ext = 'x;
    endcase
end
endmodule
module mux #(
    int N_INPUTS = 2,
    int DWIDTH = 8
) (
    output logic [DWIDTH-1:0] out,
    input  logic [DWIDTH-1:0] in [N_INPUTS],
    input  logic [$clog2(N_INPUTS)-1:0] sel
);
always_comb begin
    out = 'x;
    for (int i = 0; i < N_INPUTS; i++) begin
        if (sel == i)
            out = in[i];
    end
end
endmodule
module next_pc_value #(
    int WIDTH = 32
) (
    output logic [WIDTH-1:0] next_pc,
    input  logic [WIDTH-1:0] curr_pc, 
    input  logic [WIDTH-1:0] alu_res, 
    input  logic       [1:0] pc_src,
    input  logic [WIDTH-1:0] imm 
);
wire [WIDTH-1:0] pc_p_4    = curr_pc + 4;
wire [WIDTH-1:0] pc_p_imm  = curr_pc + imm;
mux #(
    .N_INPUTS(3),
    .DWIDTH(WIDTH)
) mux_pc_i (
    .out(next_pc),
    .in({ pc_p_4,  pc_p_imm,  alu_res }),
    .sel(pc_src)
);
endmodule
module register #(
    int WIDTH = 8
) (
	output logic [WIDTH-1:0] reg_o,
	input  logic [WIDTH-1:0] reg_i,
	input  logic             clk, 
	input  logic             rst_n
);
always_ff @(posedge clk or negedge rst_n) begin
    if (!rst_n)
        reg_o <= 0;
    else
        reg_o <= reg_i;
end
endmodule
module register_bank #(
    int AWIDTH = 3,
    int DWIDTH = 8
) (
    output logic [DWIDTH-1:0] rdata1,
    output logic [DWIDTH-1:0] rdata2,
    input  logic [AWIDTH-1:0] raddr1,
    input  logic [AWIDTH-1:0] raddr2,
    input  logic [DWIDTH-1:0] wdata,
    input  logic [AWIDTH-1:0] waddr,
    input  logic              wen,
    input  logic              clk,
    input  logic              rst_n
);
logic [DWIDTH-1:0] mem [2**AWIDTH];
always_ff @(posedge clk or negedge rst_n) begin
    if (!rst_n) begin
        mem <= '{(2**AWIDTH){0}};
    end else begin
        if (wen && waddr != 0)
            mem[waddr] <= wdata;
    end
end
always_comb begin
    rdata1 = mem[raddr1];
    rdata2 = mem[raddr2];
end
assign mem[0] = '0;
endmodule
==> design/flow/run.sh <==
#!/bin/bash
# OpenROAD 26Q1-2900-gdf79404cd8, Yosys 0.63+post, stock flow scripts
make -C /OpenROAD-flow-scripts/flow DESIGN_CONFIG=/design/flow/config.mk WORK_HOME=/design/flow/orfs finish
==> changes_impl.md <==
## Implementation

* Status: completed
* Max Freq at 0.0286 GHz
* Most common logic cells in the final layout: 1283 x nand2_1, 1165 x o21ai_0, 1024 x dfrtp_1
* First-pass GRT wire length at 428 mm
* Fin worst setup slack at 27.61 ns
* DP Worst Slack at 27.97 ns
* Worst EP arrival at 22.47 ns
* # fillers at 11500
* Distinct cell type count after synthesis at 92
* Gp weighted congestion at 1.09
* Cts hold-fix bufs at 0
* Tool Warnings at 92
* Layout cells sized above 1 at 0.148
* Total negative slack at 0 ns
* Leakage at 0.0321 uW
* CTS H-tree depth at 3
* Die X-Extent at 366 um
* Max-slew violation count at 0
* DP HPWL at 208 mm
* CP Cell Sequence: buf_8 > buf_4 > buf_4 > buf_4 > mux4_2 > mux4_2 > mux2i_1 > o21ai_0 > ha_1 > inv_1 > a211oi_1 > o211ai_1 > nor3_1 > o31ai_1 > nand3_1 > nand3_1 > a311o_1 > a221o_1 > a2111oi_0 > o32a_1 > buf_4 > clkdlybuf4s50_1
* Setup CP Type: in -> out
* Critical Path Most Common Cell: buf_4
* Num CTS Buffers at 110
* Length of the first detailed-routing pass in iterations at 8
* Chip Area, Yosys at 66300 um2
* Resized Gates After CTS at 0
* Async SR Flop Fraction at 1.00
* # setup viols final at 0
* Late-Pin Clk Latency at 0.78 ns
* Clock Tree Buf Depth at 3
* Pwr per Cell Area at 25.8 nW/um2
* Gate Area at 37900 um2
* Initial DRC count at 5321
* CTS root buffer: clkbuf_16
* CP required at 50.08 ns
* Vias in the first global route at 58500
* Clk sink count at 1024
* Final wirelength at 298 mm
* I/O Pins at 167
* MaxCap Viol Count at 0
* Final Hold Slack at 0.494 ns
* Most common cell after layout, fill and taps aside: nand2_1
* Area Overhead vs Synth at 11.3%
* DR vias/cell at 6.69
* Post-synth seq share at 0.386
* Most used DFF post-synth: dfrtp_1
* Post-synthesis cell count at 7125
* Core ar. at 132000 um2
* Largest net degree at the start of global routing at 76
* Wire length per cell at 33.5 um
* Worst slew margin at 0.171
* # Cells Yosys at 7125
* Max VDD drop at 0.0000278 V
* Hold Crit Class: reg -> reg
* Port Buffer Count at 166
* Total GRT Usage at 0.471
* Sequential cell area at 25600 um2
* Final Skew at 0.0758 ns
* Critical path capture point type: output port
* Fin util at 0.561
* Period utilization at 0.559
* Core Density at Floorplan at 0.504
* CP Launch Type: input pin
* Vias at 59500
* Post-route ant nets at 0
* Largest stage delay on the critical path at 1.06 ns
* Initial antenna violation count at 23
* Die Ht at 366 um
* CTS tree: built
* Core Rows at 133
* Tmin final at 34.99 ns
* Total gr overflow at 0
* Post-synthesis average cell area at 9.31 um2
* RSZ-0062 raised after global routing: no
* Worst Tran Pin Value at 1.21 ns
* CP bufs+invs at 7
* DR DRC count at 0
* Setup Buffers After CTS at 0
* Critical path fanouts, max at 45
* Syn Std Cell Area at 66300 um2
* Die area at 134000 um2
* Reg clk slew, reported paths at 0.06 ns
* Final Hold Fails at 0
* Synthesized registers at 1024
* Crit path max-delay family: AND-OR/OR-AND gates
* Slowest cell on the critical path: a2111oi_0
* Synthesis Warnings at 0
* EDFF count, synth at 0
## worst reg2reg max path, delay by kind of cell, from the launching register on
kind | cells | cell delay [ns]
adder cells (fa/ha/maj) | 2 | 1.01
flip-flops | 1 | 0.39
XOR/XNOR | 1 | 0.20
multiplexers | 1 | 0.46
AND/OR/NAND/NOR | 9 | 2.39
AND-OR/OR-AND | 13 | 3.88
buffers and inverters | 5 | 2.08
## sequential cells by signal, indices dropped and copies added (netlist names)
signal and cells:
pc_reg.reg_o 32, register_bank_inst.mem 992
## path summary, 6_finish.rpt
path / start / endpoint / slack (ns) / depth (start not counted)
worst max-delay path: imem_rdata[20] / dmem_addr[0] / 27.61 / 22
worst min-delay path: register_bank_inst.mem[796] / register_bank_inst.mem[796] / 0.49 / 2
min in group asynchronous: rst_n / pc_reg.reg_o[15] / 11.70 / 1
max in group asynchronous: rst_n / register_bank_inst.mem[265] / 46.89 / 6
worst max register to register: register_bank_inst.mem[385] / pc_reg.reg_o[30] / 52.12 / 31
worst min register to register: register_bank_inst.mem[796] / register_bank_inst.mem[796] / 0.49 / 2
## cells in the mapped netlist (39+ instances only)
cell         n  share of area
nand2_1   1316          0.074
o21ai_0   1185          0.089
dfrtp_1   1024           0.39
clkbuf_1   469          0.027
mux2i_1    385          0.058
mux4_2     371           0.13
nor2_1     298          0.017
a21oi_1    236          0.018
inv_1      152         0.0086
ha_1       131          0.025
nand3_1    116         0.0088
a22oi_1    110          0.012
buf_2       98         0.0074
mux2_2      88          0.015
nor3_1      81         0.0061
o211ai_1    63         0.0071
buf_1       59         0.0033
a221oi_1    57         0.0075
a211oi_1    55         0.0062
o22ai_1     49         0.0046
a21o_1      48         0.0054
and3_1      45         0.0042
a31oi_1     40         0.0038
o31ai_1     39         0.0044
## layer usage
metal,global-route usage,share of wire
met5,0.00463,0.00080
met1,0.612,0.36
met3,0.228,0.13
met2,0.659,0.43
met4,0.275,0.077
## final cells by class
type / count / share of cell area
Multi-Input combinational cell: 5294 / 0.513
Sequential cell: 1024 / 0.347
Timing Repair Buffer: 441 / 0.0513
Clock buffer: 162 / 0.0436
Tap cell: 1755 / 0.0297
Inverter: 158 / 0.00803
Clock inverter: 41 / 0.00690
Antenna cell: 10 / 0.000339
## stage by stage
step	total power, uW	area (um2)	instances
after floorplan	1000	66300	7125
after global placement	1220	70100	8672
after detailed placement	1220	70100	8672
after CTS	1890	73800	8875
after global routing	1960	73800	8879
final	1900	73800	8885
## where the power goes
group / total [uW] / internal, uW / switching, uW
logic: 480 / 173 / 307
clock network: 676 / 383 / 293
registers: 746 / 697 / 49.2
## cells by family (layout without fill, tap and decap cells)
kind of cell / count (synthesis) / after routing / synth area share
AND-OR/OR-AND: 2154 / 2154 / 0.196
other: 0 / 10 / 0
buffers and inverters: 807 / 802 / 0.0493
multiplexers: 846 / 846 / 0.200
XOR/XNOR: 74 / 74 / 0.00977
flip-flops: 1024 / 1024 / 0.386
AND/OR/NAND/NOR: 2086 / 2086 / 0.134
adder cells (fa/ha/maj): 134 / 134 / 0.0256
Power is estimated from default activity; no workload was simulated.
